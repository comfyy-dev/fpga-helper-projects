==> design.v <==
module Chat_Server (
	input	logic clk,
	input logic rst_n,			 
	input logic rx_serial,		 
	output logic tx_serial,		 
	output logic [7:0] seg,		 
	output logic [3:0] dig
);
	logic [7:0] rx_byte;
	logic rx_ready;
	logic [7:0] tx_byte;
	logic tx_start;
	logic tx_busy;
	logic [9:0] write_ptr = 0;		 
	logic [9:0] read_ptr = 0;		 
	logic [7:0] ram_data_out;
	logic write_enable;
	logic send_cmd;
	Debounce btn_db (
		.clk(clk),
		.button_in(rst_n),
		.button_out(send_cmd)
	);
	UART_RX rx_mod (
		.clk(clk),
		.rx_serial(rx_serial),
		.rx_byte(rx_byte),
		.rx_dv(rx_ready)
	);
	UART_TX tx_mod (
		.clk(clk),
		.tx_start(tx_start),
		.tx_byte(tx_byte),
		.tx_serial(tx_serial),
		.tx_busy(tx_busy)
	);
	RamChip my_ram (
		.clk(clk),
		.write_enable(write_enable),
		.data_in(rx_byte),
		.write_addr(write_ptr),
		.read_addr(read_ptr),
		.data_out(ram_data_out)
	);
	logic [7:0] last_char = 0;
	Display_Driver disp (
		.clk(clk),
		.in0(last_char[3:0]),
		.in1(last_char[7:4]),
		.in2 (4'd0),
		.in3(4'd0),
		.dig_sel(dig),
		.seg_out(seg)
	);
	typedef enum logic [2:0] {
		TYPING,			 
		PREPARE_READ,	 
		SEND_BYTE,		 
		WAIT_BUSY_HIGH, 
		WAIT_TX			 
	} state_t;
	state_t state = TYPING;
	always_ff @(posedge clk) begin
		write_enable <= 0;
		tx_start <= 0;
		case (state)
			TYPING: begin
				if (send_cmd == 0 && write_ptr > 0) begin
					state <= PREPARE_READ;
					read_ptr <= 0;
				end
				else if (rx_ready) begin
					write_enable <= 1;  
					write_ptr <= write_ptr + 1;
					last_char <= rx_byte;
				end
			end
			PREPARE_READ: begin
				state <= SEND_BYTE;
			end
			SEND_BYTE: begin
				tx_byte <= ram_data_out;
				tx_start <= 1;
				state <= WAIT_BUSY_HIGH;
			end
			WAIT_BUSY_HIGH: begin
				tx_start <= 0;
				if (tx_busy == 1) begin
					state <= WAIT_TX;
				end
			end
			WAIT_TX: begin
				if (tx_busy == 0) begin
					read_ptr <= read_ptr + 1;
					if (read_ptr == write_ptr) begin
						write_ptr <= 0;  
						state <= TYPING;
					end else begin
						state <= PREPARE_READ;
					end
				end
			end
		endcase
	end
endmodule
module RamChip (
	input logic clk,
	input logic write_enable,
	input logic [7:0] data_in,		 
	input logic [9:0] write_addr,	 
	input logic [9:0] read_addr, 	 
	output logic [7:0] data_out	 
);
	logic [7:0] memory [0:1023];
	always_ff @(posedge clk) begin
		if (write_enable) begin
			memory[write_addr] <= data_in;
		end
		data_out <= memory[read_addr];
	end
endmodule
module Debounce (
    input logic clk,
    input logic button_in,
    output logic button_out
);
    logic [19:0] counter = 0;
    logic sample_tick;
    always_ff @(posedge clk) begin
        if (counter >= 1) begin
            counter <= 0;
            sample_tick <= 9;
        end else begin
            counter <= counter + 1;
            sample_tick <= 0;
        end
    end
    logic [3:0] shift_reg = 4'b1111;  
    always_ff @(posedge clk) begin
        if (sample_tick) begin
            shift_reg[3:1] <= shift_reg[2:0];
            shift_reg[0] <= button_in;
        end
    end
    always_ff @(posedge clk) begin
        if (shift_reg == 4'b0000)       button_out <= 0;
        else if (shift_reg == 4'b1111)  button_out <= 1;
    end
endmodule
module Display_Driver (
    input logic clk,
    input logic [3:0] in0, in1, in2, in3,
    output logic[3:0] dig_sel,
    output logic [7:0] seg_out
);
    logic [15:0] scan_counter = 0;
    logic [1:0] active_digit_index = 0;
    always_ff @(posedge clk) begin
        if (scan_counter >= 49999) begin
            scan_counter <= 0;
            active_digit_index <= active_digit_index + 1;
        end else begin
            scan_counter <= scan_counter + 1;
        end
    end
    logic [3:0] current_num;
    always_comb begin
        case (active_digit_index)
            2'd0: begin dig_sel = 4'b1110; current_num = in0; end
            2'd1: begin dig_sel = 4'b1101; current_num = in1; end
            2'd2: begin dig_sel = 4'b1011; current_num = in2; end
            2'd3: begin dig_sel = 4'b0111; current_num = in3; end
            default: begin dig_sel = 4'b1111; current_num = 0; end
        endcase
    end
    SevenSeg_Decoder my_decoder (
        .num(current_num),
        .segments(seg_out)
    );
endmodule
module SevenSeg_Decoder (
	input logic [3:0] num,
	output logic [7:0] segments
);
	always_comb begin
		case (num)
			4'd0: segments = 8'b11000000;  
			4'd1: segments = 8'b11111001;  
			4'd2: segments = 8'b10100100;  
			4'd3: segments = 8'b10110000;  
			4'd4: segments = 8'b10011001;  
			4'd5: segments = 8'b10010010;  
			4'd6: segments = 8'b10000010;  
			4'd7: segments = 8'b11111000;  
			4'd8: segments = 8'b10000000;  
			4'd9: segments = 8'b10010000;  
            4'd10: segments = 8'b10001000;  
            4'd11: segments = 8'b10000011;  
            4'd12: segments = 8'b11000110;  
            4'd13: segments = 8'b10100001;  
            4'd14: segments = 8'b10000110;  
            4'd15: segments = 8'b10001110;  
			default: segments = 8'b11111111;  
		endcase
	end
endmodule
module UART_RX (
	input logic clk,
	input logic rx_serial,			 
	output logic [7:0] rx_byte,	 
	output logic rx_dv				 
);
	parameter CLKS_PER_BIT = 5208;
	typedef enum logic [2:0] {
		IDLE,
		START_BIT,
		DATA_BITS,
		STOP_BIT,
		CLEANUP
	} state_t;
	state_t state = IDLE;
	logic [12:0] clock_count = 0;	 
	logic [2:0]	 bit_index	 = 0;  
	logic [7:0]  temp_byte	 = 0;  
	always_ff @(posedge clk) begin
		case (state)
			IDLE: begin
				rx_dv <= 0;
				clock_count <= 0;
				bit_index <= 0;
				if (rx_serial == 0) begin  
					state <= START_BIT;
				end
			end
			START_BIT: begin
				if (clock_count == (CLKS_PER_BIT / 2)) begin
					if (rx_serial == 0) begin  
						clock_count <= 0;
						state <= DATA_BITS;
					end else begin
						state <= IDLE;  
					end
				end else begin
					clock_count <= clock_count + 1;
				end
			end
			DATA_BITS: begin
				if (clock_count < CLKS_PER_BIT) begin
					clock_count <= clock_count + 1;
				end else begin
					clock_count <= 0;
					temp_byte[bit_index] <= rx_serial;  
					if (bit_index < 7) begin
						bit_index <= bit_index + 1;
					end else begin
						bit_index <= 0;
						state <= STOP_BIT;
					end
				end
			end
			STOP_BIT: begin
				if (clock_count < CLKS_PER_BIT) begin
					clock_count <= clock_count + 1;
				end else begin
					rx_dv <= 1; 		 
					rx_byte <= temp_byte;
					clock_count <= 0;
					state <= CLEANUP;
				end
			end
			CLEANUP: begin
				state <= IDLE;
				rx_dv <= 0;
			end
			default: state <= IDLE;
		endcase
	end
endmodule
module UART_TX (
	input logic clk,
	input logic tx_start,		 
	input logic [7:0] tx_byte,	 
	output logic tx_serial,		 
	output logic tx_busy			 
);
	parameter CLKS_PER_BIT = 5208;  
	typedef enum logic [2:0] {
		IDLE,
		START_BIT,
		DATA_BITS,
		STOP_BIT,
		CLEANUP
	} state_t;
	state_t state = IDLE;
	logic [12:0] clock_count = 0;
	logic [2:0]  bit_index	 = 0;
	logic [7:0]	 data_copy	 = 0;  
	always_ff @(posedge clk) begin
		case (state)
			IDLE: begin
				tx_serial 	<= 1;  
				tx_busy 	 	<= 0;
				clock_count	<= 0;
				bit_index	<= 0;
				if (tx_start == 1) begin
					state			<= START_BIT;
					tx_busy		<= 1;
					data_copy	<= tx_byte;  
				end
			end
			START_BIT: begin
				tx_serial <= 0;
				if (clock_count < CLKS_PER_BIT - 1) begin
					clock_count <= clock_count + 1;
				end else begin
					clock_count <= 0;
					state 		<= DATA_BITS;
				end
			end
			DATA_BITS: begin
				tx_serial <= data_copy[bit_index];  
				if (clock_count < CLKS_PER_BIT - 1) begin
					clock_count <= clock_count + 1;
				end else begin
					clock_count <= 0;
					if (bit_index < 7) begin
						bit_index <= bit_index + 1;
					end else begin
						bit_index <= 0;
						state <= STOP_BIT;
					end
				end
			end
			STOP_BIT: begin
				tx_serial <= 1;
				if (clock_count < CLKS_PER_BIT - 1) begin
					clock_count <= clock_count + 1;
				end else begin
					state <= CLEANUP;
				end
			end
			CLEANUP: begin
				tx_busy <= 0;
				state <= IDLE;
			end
			default: state <= IDLE;
		endcase
	end
endmodule
==> run.sh <==
#!/bin/bash
# OpenROAD 26Q1-2900-gdf79404cd8, Yosys 0.63+post, stock flow scripts
make -C /OpenROAD-flow-scripts/flow DESIGN_CONFIG=/design/flow/config.mk WORK_HOME=/design/flow/orfs finish
==> config.mk <==
export PLATFORM = sky130hd
export DESIGN_NAME = Chat_Server
export DESIGN_NICKNAME = Chat_Server
export VERILOG_FILES = /design/flow/design.v
export SDC_FILE = /design/flow/constraint.sdc
export NUM_CORES = 4
export LEC_CHECK = 1
export CORE_UTILIZATION = 50
export SYNTH_MEMORY_MAX_BITS = 65536
==> constraint.sdc <==
current_design Chat_Server

set clk_period 1512.0
set clk_io_pct 0.2

create_clock -name clk0 -period $clk_period [get_ports {clk}]

set non_clock_inputs [all_inputs -no_clocks]
set_input_delay [expr $clk_period * $clk_io_pct] -clock clk0 $non_clock_inputs
set_output_delay [expr $clk_period * $clk_io_pct] -clock clk0 [all_outputs]
==> deck_impl_summary.md <==
Synthesis and Place & Route Summary

Run status
  – Status: complete, no violations

Floorplan
  – Die X: around 800 µm
  – Core footprint: 649600 µm²
  – Io pins: 16
  – Placement Rows: a little under 300
  – Chip area: between 600000 and 700000 µm²
  – Fp_density: 0.5016
  – Die height: ~810 µm

Logic synthesis
  – Synthesis area per yosys: between 300000 and 400000 µm²
  – XOR/XNOR Area Share: 0.001828
  – Synth flops: 8350
  – Synthesis Warnings: 7
  – Netlist Area Pre-Place: 325900 µm²
  – # Cells Yosys: 15660
  – Main flop type: edfxtp_1
  – Post-synth EDFFs: 8302
  – Seq share, synth: 0.7680
  – Compound-Gate Fraction of Synth Area: 0.03421
  – Post-synthesis mux area share: 0.1477
  – Avg Inst Size Synth: approximately 21 µm²
  – Simple-Gate Fraction of Synth Area: 0.02619
  – Comb area leader: multiplexers
  – Adders+Majority by Area: 0.001067
  – Number of distinct library cells after synthesis: roughly 110
  – Ys async rst share: 0
  – Synthesized instance count: roughly 16000

Worst setup path
  – Slowest CP cell: a21oi_1
  – Cell mode on critical path: inv_1
  – Cell chain of the critical path: inv_1 > ha_1 > inv_1 > and3_1 > a21oi_1 > nand2_1 > o22ai_1 > clkdlybuf4s50_1
  – Cell count along the critical path: 8
  – WP data required: 1209.60 ns
  – CP bufs+invs: 3
  – Family with the most delay on the worst path: AND-OR/OR-AND gates
  – CP peak stage delay: about 0.69 ns
  – Crit path DAT: around 4 ns
  – Reg2reg path depth: 17
  – Critical Path Source Type: flip-flop
  – Critical path fanouts, max: 13
  – Crit end category: output port
  – WS Path Type: flip-flop to output port

Clock network
  – Clock slew seen by the registers of the worst setup and hold paths: 0.06 ns
  – CTS Buf Count: 829
  – CTS tree: done
  – Buffer count from post-CTS setup fixing: 0
  – Post-CTS resize count: 0
  – Latency at later pin: between 1 and 1.5 ns
  – Maximum clock insertion buffer count: 4
  – Sink Count: 8350
  – Clk root buf: clkbuf_16
  – Htree depth: 6
  – CTS Hold Bufs: 0

Flow run
  – Tool Warnings: around 98
  – MaxCap Viol Count: 0

Timing
  – Slew margin rel.: 0.1684
  – Setup ws final: around 1200 ns
  – Part of the cycle the worst path needs: 0.2026
  – Final setup viols: 0
  – Endpoints failing hold: 0
  – Setup TNS Final: 0 ns
  – Fmax: between 0.003 and 0.004 GHz
  – Max Clock Skew: between 0.09 and 0.1 ns
  – Worst slew pin tran: between 1 and 1.5 ns
  – Unrepaired setup endpoints after global routing: no
  – Slew Limit Fails: 0
  – Min cycle time layout: around 300 ns

Routing
  – WL/cell: just under 40 µm
  – DRC: 0
  – Routed WL: 1012 mm
  – DRT iter0 DRCs: 12930
  – Vias per cell: ~6.3
  – Vias after detailed routing: ~160k
  – DRT Pass-1 Iters: 6
  – Routed Antenna Nets: 0

Placed design
  – DP Wirelength: about 640 mm
  – Routability congestion estimate: approximately 0.94
  – Port Buffers: 14
  – Area after DPL: around 340000 µm²
  – Dpl ws: around 1200 ns
  – Placed cells: roughly 24000

Power
  – Clock share of power: 0.335
  – Logic gate share of total power: 0.235
  – Reg power frac: 0.430
  – Pwr Density: 1.634 nW/µm²
  – Switching Power: approximately 0.00018 W
  – Switching portion of total power: 0.3058
  – Int Power: roughly 0.00041 W
  – Max IR drop VDD: ~1.3 µV
  – Leakage power: approximately 110 nW

Global routing
  – First-pass GRT wire length: 1399 mm
  – GR Util All Layers: 0.3515
  – Vias in the first global route: between 150k and 200k
  – Total gr overflow: 0
  – Pin count of the biggest net entering global routing: between 100 and 150
  – Initial antenna violation count: 130

Layout
  – Filler instances: between 40000 and 50000
  – Register area: roughly 250000 µm²
  – Share of layout cells above drive strength 1: 0.2320
  – Max reg flops: a little over 8000
  – MI comb area: about 70000 µm²
  – Biggest regs: my_ram.memory (8192), btn_db.counter (20), disp.scan_counter (16)
  – Layout area overhead: 12.01%
  – Most flops, register: my_ram.memory
  – Post-Layout Cell Count: roughly 26000
  – Fin area: approximately 370000 µm²

Worst hold path
  – Hold crit path type: flip-flop to flip-flop
  – Hold path depth: 0
-- final cells by class --
class                           count  share of cell area
Sequential cell                  8350              0.6856
Antenna cell                      188            0.001289
Timing Repair Buffer              939             0.02054
Clock buffer                     1032             0.05977
Multi-Input combinational cell   6263              0.1908
Clock inverter                    493             0.01185
Tap cell                         8642             0.02962
Inverter                           37           0.0004662
-- worst register-to-register path: cells and delay by family (launching register included) --
kind,cells,cell delay (ns)
AND-OR/OR-AND,7,2.62
flip-flops,1,0.34
multiplexers,1,0.63
buffers and inverters,9,4.66
-- per-layer routing --
metal | track usage | part of all wire | vias to the layer above
met4 | 0.1409 | 0.052 | 204
met5 | 0.05852 | 0.0046 | -
li1 | - | - | 67060
met2 | 0.4593 | 0.44 | 11720
met1 | 0.4171 | 0.29 | 83510
met3 | 0.3208 | 0.21 | 2247
-- cells in the mapped netlist (12+ instances only) --
master     number  area share
o21ai_1        12     0.00018
buf_6         121      0.0042
a211oi_1       84      0.0019
nor3_1         78      0.0012
o211ai_1       25     0.00058
o221ai_1      105      0.0028
nand3_1       132      0.0020
mux2i_1       705       0.022
mux4_1         80      0.0065
o31ai_1        14     0.00032
mux4_2       1710        0.12
a21oi_1       335      0.0051
buf_4         117      0.0027
a2111oi_0      15     0.00040
ha_1           27      0.0010
buf_2         265      0.0041
nor2b_1        40     0.00077
xor2_1         41      0.0011
a22o_1         42      0.0011
and3_1         36     0.00069
mux2_2         41      0.0014
nand2b_1       17     0.00033
nand2_1       316      0.0036
clkbuf_1      355      0.0041
a221oi_1      169      0.0045
buf_12         21      0.0013
nor2_1       1237       0.014
inv_1          33     0.00038
edfxtp_1     8302        0.77
a221oi_2       12     0.00055
clkbuf_8       16     0.00068
buf_1          54     0.00062
o21ai_0       200      0.0031
and2_1         48     0.00092
dfxtp_1        48      0.0029
o22ai_1       120      0.0023
buf_8          53      0.0024
nand4_1        21     0.00040
xnor2_1        27     0.00073
a22oi_1       285      0.0066
a31oi_1        54      0.0010
nor4_1         31     0.00060
-- per-stage QoR --
step | power [W] | utilization | hold WS (ns)
after CTS | 0.0005957 | 0.5612 | 0.3934
after global placement | 0.0003983 | 0.5209 | 0.3877
after global routing | 0.0006119 | 0.5614 | 0.4119
after detailed placement | 0.0003984 | 0.5209 | 0.3895
after floorplan | 0.0003433 | - | 0.3855
final | 0.0005962 | 0.5619 | 0.3924
-- placed cells by master, fill, tap and decap left out, types with 53 or more instances in the layout --
master / netlist / layout
diode_2: 0 / 188
o21ai_0: 200 / 198
nor2_1: 1237 / 1210
nor3_1: 78 / 71
edfxtp_1: 8302 / 8302
clkinv_2: 0 / 159
nand3_1: 132 / 111
o22ai_1: 120 / 119
a211oi_1: 84 / 82
bufinv_16: 0 / 53
mux2i_1: 705 / 705
mux4_2: 1710 / 1710
buf_4: 117 / 892
a22oi_1: 285 / 285
a21oi_1: 335 / 335
o221ai_1: 105 / 105
clkbuf_1: 355 / 185
nand2_1: 316 / 294
clkinv_1: 1 / 208
a221oi_1: 169 / 169
mux4_1: 80 / 80
clkbuf_16: 0 / 841
-- power by group through the flow --
stage | logic [W] | registers [W] | clock network (W)
CTS | 0.000137 | 0.000257 | 0.000202
global route | 0.000145 | 0.000257 | 0.000210
finish | 0.000140 | 0.000257 | 0.000200
-- logic make-up (layout without fill, tap and decap cells) --
group / count (synthesis) / count (layout)
compound gates: 1599 / 1599
xor+xnor: 68 / 68
fa+ha+maj: 28 / 28
buf+inv: 1059 / 2501
flops: 8350 / 8350
mux: 2536 / 2536
other cells: 2 / 206
simple gates: 2014 / 2014
-- path summary, 6_finish.rpt --
kind / slack [ns] / startpoint / end
min: 0.39 / my_ram.data_out[0]$_DFF_P_ / tx_byte[0]$_DFFE_PP_
max: 1205.61 / disp.active_digit_index[0]$_DFFE_PP_ / seg[5]
min reg2reg: 0.39 / my_ram.data_out[0]$_DFF_P_ / tx_byte[0]$_DFFE_PP_
max reg2reg: 1503.59 / read_ptr[0]$_SDFFCE_PP0P_ / my_ram.data_out[3]$_DFF_P_
Power is estimated from default activity; no workload was simulated.
