`config.mk`:
```
export PLATFORM = sky130hd
export DESIGN_NAME = Clock_Top
export DESIGN_NICKNAME = Clock_Top
export VERILOG_FILES = /design/flow/design.v
export SDC_FILE = /design/flow/constraint.sdc
export NUM_CORES = 4
export LEC_CHECK = 1
export CORE_UTILIZATION = 50
```
`constraint.sdc`:
```
current_design Clock_Top

set clk_period 3.0
set clk_io_pct 0.2

create_clock -name clk0 -period $clk_period [get_ports {clk}]

set non_clock_inputs [all_inputs -no_clocks]
set_input_delay [expr $clk_period * $clk_io_pct] -clock clk0 $non_clock_inputs
set_output_delay [expr $clk_period * $clk_io_pct] -clock clk0 [all_outputs]
```
`design.v`:
```
module Clock_Top (
    input  logic clk,
    input  logic rst_n,
	 input  logic rx_serial,
    output logic [7:0] seg,
    output logic [3:0] dig
);
    localparam start_cmd_s = 8'h53;  
    localparam start_cmd_S = 8'h73;  
	 logic [7:0] rx_byte;
	 logic rx_ready;
	 UART_RX rx (
		.clk(clk),
		.rx_serial(rx_serial),
		.rx_byte(rx_byte),
		.rx_dv(rx_ready)
	);
	typedef enum logic [2:0] {
		IDLE,
        GET_MIN_10,  
        GET_MIN_1,   
        GET_SEC_10,  
        GET_SEC_1   
    } state_t;
    state_t state = IDLE;
    logic load_m10, load_m1, load_s10, load_s1;
    logic [3:0] parser_val;      
    assign parser_val = rx_byte[3:0];
    always_ff @(posedge clk or negedge rst_n) begin
        if (!rst_n) begin
            state <= IDLE;
        end else begin
            if (rx_ready) begin
                if (rx_byte == start_cmd_s || rx_byte == start_cmd_S) begin
                    state <= GET_MIN_10;
                end
                else begin
                    case (state) 
                        IDLE: begin end
                        GET_MIN_10: state <= GET_MIN_1;
                        GET_MIN_1:  state <= GET_SEC_10;
                        GET_SEC_10: state <= GET_SEC_1;
                        GET_SEC_1:  state <= IDLE;
                        default:    state <= IDLE;
                    endcase
                end
            end
        end
    end
    logic is_restart_cmd;
    assign is_restart_cmd = (rx_byte == start_cmd_s || rx_byte == start_cmd_S);
    assign load_m10 = (state == GET_MIN_10 && rx_ready && !is_restart_cmd);
    assign load_m1  = (state == GET_MIN_1  && rx_ready && !is_restart_cmd);
    assign load_s10 = (state == GET_SEC_10 && rx_ready && !is_restart_cmd);
    assign load_s1  = (state == GET_SEC_1  && rx_ready && !is_restart_cmd);
    logic [31:0] ticks;
    logic one_sec_pulse;
    always_ff @(posedge clk) begin
        if (ticks >= 49_999_999) begin
            ticks <= 0;
            one_sec_pulse <= 1;
        end else begin
            ticks <= ticks + 1;
            one_sec_pulse <= 0;
        end
    end
    logic [3:0] sec_ones, sec_tens, min_ones, min_tens;
    logic cry_1, cry_2, cry_3, cry_4;
    BCD_Counter c_sec_1 (
        .clk(clk),
        .rst_n(rst_n),
        .enable_in(one_sec_pulse),
        .load_enable(load_s1),
        .load_val(parser_val),
        .limit(4'd9),
        .count(sec_ones),
        .carry_out(cry_1)
    );
    BCD_Counter c_sec_10 (
        .clk(clk),
        .rst_n(rst_n),
        .enable_in(cry_1),
        .load_enable(load_s10),
        .load_val(parser_val),
        .limit(4'd5),
        .count(sec_tens),
        .carry_out(cry_2)
    );
    BCD_Counter c_min_1 (
        .clk(clk),
        .rst_n(rst_n),
        .enable_in(cry_2),
        .load_enable(load_m1),
        .load_val(parser_val),
        .limit(4'd9),
        .count(min_ones),
        .carry_out(cry_3)
    );
    BCD_Counter c_min_10 (
        .clk(clk),
        .rst_n(rst_n),
        .enable_in(cry_3),
        .load_enable(load_m10),
        .load_val(parser_val),
        .limit(4'd5),
        .count(min_tens),
        .carry_out(cry_4)
    );
    Display_Driver disp (
        .clk(clk),
        .in0(sec_ones),
        .in1(sec_tens),
        .in2(min_ones),
        .in3(min_tens),
        .dig_sel(dig),
        .seg_out(seg)
    );
endmodule
module BCD_Counter (
    input  logic clk,
    input  logic rst_n,
    input  logic enable_in,      
    input  logic load_enable,    
    input  logic [3:0] load_val,
    input  logic [3:0] limit,    
    output logic [3:0] count,
    output logic carry_out
);
    always_ff @(posedge clk or negedge rst_n) begin
        if (!rst_n) begin
            count <= 0;
            carry_out <= 0;
        end else if (load_enable) begin
            count <= load_val;
            carry_out <= 0;
        end else if (enable_in) begin
            if (count == limit) begin
                count <= 0;
                carry_out <= 1;  
            end else begin
                count <= count + 1;
                carry_out <= 0;
            end
        end else begin
            carry_out <= 0;
        end
    end
endmodule
module Display_Driver (
    input logic clk,
    input logic [3:0] in0, in1, in2, in3,
    output logic[3:0] dig_sel,
    output logic [7:0] seg_out
);
    logic [15:0] scan_counter = 0;
    logic [1:0] active_digit_index = 0;
    always_ff @(posedge clk) begin
        if (scan_counter >= 49999) begin
            scan_counter <= 0;
            active_digit_index <= active_digit_index + 1;
        end else begin
            scan_counter <= scan_counter + 1;
        end
    end
    logic [3:0] current_num;
    always_comb begin
        case (active_digit_index)
            2'd0: begin dig_sel = 4'b1110; current_num = in0; end
            2'd1: begin dig_sel = 4'b1101; current_num = in1; end
            2'd2: begin dig_sel = 4'b1011; current_num = in2; end
            2'd3: begin dig_sel = 4'b0111; current_num = in3; end
            default: begin dig_sel = 4'b1111; current_num = 0; end
        endcase
    end
    SevenSeg_Decoder my_decoder (
        .num(current_num),
        .segments(seg_out)
    );
endmodule
module SevenSeg_Decoder (
	input logic [3:0] num,
	output logic [7:0] segments
);
	always_comb begin
		case (num)
			4'd0: segments = 8'b11000000;  
			4'd1: segments = 8'b11111001;  
			4'd2: segments = 8'b10100100;  
			4'd3: segments = 8'b10110000;  
			4'd4: segments = 8'b10011001;  
			4'd5: segments = 8'b10010010;  
			4'd6: segments = 8'b10000010;  
			4'd7: segments = 8'b11111000;  
			4'd8: segments = 8'b10000000;  
			4'd9: segments = 8'b10010000;  
            4'd10: segments = 8'b10001000;  
            4'd11: segments = 8'b10000011;  
            4'd12: segments = 8'b11000110;  
            4'd13: segments = 8'b10100001;  
            4'd14: segments = 8'b10000110;  
            4'd15: segments = 8'b10001110;  
			default: segments = 8'b11111111;  
		endcase
	end
endmodule
module UART_RX (
	input logic clk,
	input logic rx_serial,			 
	output logic [7:0] rx_byte,	 
	output logic rx_dv				 
);
	parameter CLKS_PER_BIT = 5208;
	typedef enum logic [2:0] {
		IDLE,
		START_BIT,
		DATA_BITS,
		STOP_BIT,
		CLEANUP
	} state_t;
	state_t state = IDLE;
	logic [12:0] clock_count = 0;	 
	logic [2:0]	 bit_index	 = 0;  
	logic [7:0]  temp_byte	 = 0;  
	always_ff @(posedge clk) begin
		case (state)
			IDLE: begin
				rx_dv <= 0;
				clock_count <= 0;
				bit_index <= 0;
				if (rx_serial == 0) begin  
					state <= START_BIT;
				end
			end
			START_BIT: begin
				if (clock_count == (CLKS_PER_BIT / 2)) begin
					if (rx_serial == 0) begin  
						clock_count <= 0;
						state <= DATA_BITS;
					end else begin
						state <= IDLE;  
					end
				end else begin
					clock_count <= clock_count + 1;
				end
			end
			DATA_BITS: begin
				if (clock_count < CLKS_PER_BIT) begin
					clock_count <= clock_count + 1;
				end else begin
					clock_count <= 0;
					temp_byte[bit_index] <= rx_serial;  
					if (bit_index < 7) begin
						bit_index <= bit_index + 1;
					end else begin
						bit_index <= 0;
						state <= STOP_BIT;
					end
				end
			end
			STOP_BIT: begin
				if (clock_count < CLKS_PER_BIT) begin
					clock_count <= clock_count + 1;
				end else begin
					rx_dv <= 1; 		 
					rx_byte <= temp_byte;
					clock_count <= 0;
					state <= CLEANUP;
				end
			end
			CLEANUP: begin
				state <= IDLE;
				rx_dv <= 0;
			end
			default: state <= IDLE;
		endcase
	end
endmodule
```
`run.sh`:
```
#!/bin/bash
# OpenROAD 26Q1-2900-gdf79404cd8, Yosys 0.63+post, stock flow scripts
make -C /OpenROAD-flow-scripts/flow DESIGN_CONFIG=/design/flow/config.mk WORK_HOME=/design/flow/orfs finish
```
==> impl_metrics.json <==
{
  "outcome": "finished, violations left",
  "failed_checks": "negative setup slack",
  "ys.flops": 107,
  "htreeDepth": 3,
  "top_cell": "dfxtp_1",
  "mux_share_pct": 5.955,
  "cts_hold_buf": 0,
  "grt_overflow": 0,
  "synth_area_per_cell_um2": 10.16,
  "rsz0062_at_grt": "yes",
  "cpMostUsedCell": "buf_6",
  "timing.fmax_ghz": 0.3222,
  "synth_cells": 550,
  "ys_seq_share_pct": 46.74,
  "grt_pass1_vias": 3890,
  "die_area_um2": 11600,
  "ys_warn_count": 5,
  "root_buffer": "clkbuf_8",
  "grt_pass1_wl_um": 18030,
  "max_cap_violations": 0,
  "seq_area_um2": 2613,
  "grt_max_degree": 28,
  "clk_pin_slew_ns": 0.10,
  "detail-route-antenna-nets": 0,
  "finalCritPeriodShare_pct": 103.5,
  "power_density_nw_per_um2": 757.2,
  "critical_path.cell_chain": "buf_6 > ha_4 > a222oi_1 > a21oi_1 > buf_4 > buf_6 > xnor2_2 > a221o_1 > clkbuf_2",
  "slowest_stage": "edfxtp_1",
  "setup_viol_count_final": 6,
  "max_stage_delay_ns": 0.42,
  "crit_type": "reg -> out",
  "rows": 38,
  "vdd_ir_drop_max_mv": 0.4608,
  "async_flop_share_pct": 20.56,
  "p_leak_nw": 2.349,
  "pre_cts_ws_ns": 0.01760,
  "n_antenna_cell": 0,
  "warning_count": 38,
  "clockBufferDepth": 2,
  "dieHeight_um": 107.7,
  "topCellsByArea": "edfxtp_1, dfxtp_1, dfrtp_1",
  "start_kind": "flop",
  "firstDrtPassIters": 5,
  "arrival_ns": 2.50,
  "io_buffers": 13,
  "hold_violations": 0,
  "ys_area_um2": 5589,
  "skew_ns": 0.008763,
  "first_iter_violations": 304,
  "slew_viol_final": 0,
  "yosysTopAreaCellShare_pct": 19.34,
  "insertion_delay_ns": 0.37,
  "end_kind": "output port",
  "area_growth_pct": 15.16,
  "required_ns": 2.40,
  "worstHoldPathType": "reg -> reg",
  "compound_area_share_pct": 12.74,
  "drt-total-wl_um": 10600,
  "yosys.cell_types.count": 61,
  "ys_cells": 550,
  "clkSinkCount": 107,
  "cts_tree": "yes",
  "ios": 15,
  "logic_area_um2": 2927,
  "ys_sh_adder_pct": 3.806,
  "tns_ns": -0.2789,
  "yosys.area.top_type": "edfxtp_1",
  "grt_usage_pct": 20.26,
  "routedWlPerCell_um": 14.34,
  "fp_util_pct": 51.33,
  "vias_per_cell": 5.660,
  "synthTopLogicFamily": "simple AND/OR/NAND/NOR gates",
  "flop_cell": "dfxtp_1",
  "nFillCells": 894,
  "numCtsBuffers": 9,
  "slew_headroom_pct": 51.19,
  "antenna_found_initial": 0,
  "ys_top_cells_by_count": "dfxtp_1, a21oi_1, edfxtp_1, nor2_1, nand3_1",
  "synth-edff-count": 36,
  "coreArea_um2": 10890,
  "via_count": 4183,
  "drive_gt1_share_pct": 19.03,
  "die_w_um": 107.7,
  "gp_congestion": 0.8614,
  "post-route-min-period_ns": 3.104,
  "worst_slack_ns": -0.1037,
  "synth-xor-area-share_pct": 7.052,
  "worstPathMaxFanout": 6,
  "simple_gate_area_share_pct": 19.90,
  "worst_pin_slew_ns": 0.7282,
  "dp_hpwl_um": 6990,
  "synth_area_um2": 5589,
  "power.total_mw": 4.873,
  "drc_errors": 0
}
## cell usage in the layout, fill, tap and decap left out, drive strengths merged, types with 3 or more instances in the layout
cell type and instances:
xor2 19, o21ai 24, a21oi 37, nand3 30, a31oi 3, and4 4, mux2 18, clkdlybuf4s50 6
nand4 25, edfxtp 36, and3 10, nor4bb 6, nor2b 10, o22ai 4, nor2 31, inv 30
buf 34, nand2 30, and2 3, dfxtp 49, or3 13, conb 7, dfrtp 22, a22oi 13
ha 17, or4 7, clkbuf 17, o31ai 4, or2 3, nor3 13, mux2i 13, xnor2 26
nor4 5, a222oi 3
## where the power goes
part / switching [mW] / total (mW) / internal (mW) / leakage (nW)
clock: 0.479 / 0.947 / 0.468 / 0.115
sequential: 0.394 / 2.27 / 1.87 / 1.02
combinational: 0.817 / 1.66 / 0.841 / 1.21
total: 1.69 / 4.87 / 3.18 / 2.35
## final cells by class
type,instances,share of cell area (%)
Multi-Input combinational cell,402,45.47
Sequential cell,107,40.59
Tap cell,140,2.722
Clock inverter,3,0.4860
Clock buffer,13,2.974
Inverter,30,1.808
Timing Repair Buffer,44,5.949
## flip-flops by register name, indices dropped and copies added (netlist names), 7 cells and up
signal and cells:
disp.scan_counter 16, ticks 32, rx.clock_count 13, rx.temp_byte 7
rx.rx_byte 7
## repair_timing
action | 4_1_cts | 5_1_grt
pin swaps | 12 | 13
endpoints found under the setup margin | 7 | 7
setup buffers | 14 | 6
gates cloned | 0 | 0
gates resized | 44 | 15
## routing by layer
| metal | global-route usage [%] | share of wire, % | vias up |
|---|---|---|---|
| met5 | 0 | 0 | - |
| met4 | 2.544 | 1.1 | 0 |
| met1 | 31.48 | 48 | 1976 |
| met2 | 32.05 | 47 | 75 |
| li1 | - | - | 2122 |
| met3 | 3.765 | 3.9 | 10 |
## through the flow
stage	hold slack (ns)	std cells	instance area [µm²]	utilization, %
2_1_floorplan	0.3044	555	5608	-
3_3_place_gp	0.4367	703	5908	54.26
3_5_place_dp	0.4453	703	5908	54.26
4_1_cts	0.4743	733	6345	58.27
5_1_grt	0.4940	739	6436	59.11
6_report	0.4675	739	6436	59.11
## cells by family (layout without fill, tap and decap cells)
logic type / Yosys count / after routing
xor+xnor: 45 / 45
flops: 107 / 107
mux: 31 / 31
other cells: 2 / 7
fa+ha+maj: 17 / 17
simple gates: 199 / 199
buf+inv: 46 / 90
compound gates: 103 / 103
## worst paths after layout
kind / start / end / slack, ns / depth (start not counted)
worst max-delay path: disp.active_digit_index[0]$_DFFE_PP_ / seg[0] / -0.10 / 9
worst min-delay path: rx.temp_byte[6]$_DFFE_PP_ / rx.rx_byte[6]$_DFFE_PP_ / 0.47 / 0
worst max register to register: rx.bit_index[0]$_SDFFCE_PN0P_ / rx.temp_byte[2]$_DFFE_PP_ / 0.81 / 6
worst min register to register: rx.temp_byte[6]$_DFFE_PP_ / rx.rx_byte[6]$_DFFE_PP_ / 0.47 / 0
max in group asynchronous: rst_n / c_sec_10.count[0]$_DFFE_PN0P_ / 2.21 / 2
min in group asynchronous: rst_n / c_min_1.count[2]$_DFFE_PN0P_ / 0.56 / 2
## critical path, delay by kind of cell, from the launching register on
kind	cells	cell delay, ns
adder cells (fa/ha/maj)	1	0.16
buffers and inverters	4	0.55
flip-flops	1	0.42
AND-OR/OR-AND	3	0.87
XOR/XNOR	1	0.12
No activity file was given, so power comes from the tool's default toggle rates.
