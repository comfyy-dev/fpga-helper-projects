<file path="design/flow/config.mk">
export PLATFORM = sky130hd
export DESIGN_NAME = Thermometer_Top
export DESIGN_NICKNAME = Thermometer_Top
export VERILOG_FILES = /design/flow/design.v
export SDC_FILE = /design/flow/constraint.sdc
export NUM_CORES = 4
export LEC_CHECK = 1
export CORE_UTILIZATION = 40
</file>
<file path="design/flow/constraint.sdc">
current_design Thermometer_Top

set clk_period 4.0
set clk_io_pct 0.2

create_clock -name clk0 -period $clk_period [get_ports {clk}]

set non_clock_inputs [all_inputs -no_clocks]
set_input_delay [expr $clk_period * $clk_io_pct] -clock clk0 $non_clock_inputs
set_output_delay [expr $clk_period * $clk_io_pct] -clock clk0 [all_outputs]
</file>
<file path="design/flow/design.v">
module Thermometer_Top (
    input  logic clk,
    output logic i2c_scl,
    inout  wire i2c_sda,
    output logic led_1,
    output logic led_4,
    output logic [7:0] seg,
    output logic [3:0] dig
);
    logic [7:0] temperature;
    assign led_4 = 0;
    LM75A_I2C t_sensor (
        .clk(clk),
        .i2c_scl(i2c_scl),
        .i2c_sda(i2c_sda),
        .sensor_found(led_1),
        .temp_data(temperature)
    );
    Display_Driver disp (
        .clk(clk),
        .in0(temperature[3:0]),
        .in1(temperature[7:4]),
        .in2(4'd0), .in3(4'd0),
        .dig_sel(dig), .seg_out(seg)
    );
endmodule
module Display_Driver (
    input logic clk,
    input logic [3:0] in0, in1, in2, in3,
    output logic[3:0] dig_sel,
    output logic [7:0] seg_out
);
    logic [15:0] scan_counter = 0;
    logic [1:0] active_digit_index = 0;
    always_ff @(posedge clk) begin
        if (scan_counter >= 49999) begin
            scan_counter <= 0;
            active_digit_index <= active_digit_index + 1;
        end else begin
            scan_counter <= scan_counter + 1;
        end
    end
    logic [3:0] current_num;
    always_comb begin
        case (active_digit_index)
            2'd0: begin dig_sel = 4'b1110; current_num = in0; end
            2'd1: begin dig_sel = 4'b1101; current_num = in1; end
            2'd2: begin dig_sel = 4'b1011; current_num = in2; end
            2'd3: begin dig_sel = 4'b0111; current_num = in3; end
            default: begin dig_sel = 4'b1111; current_num = 0; end
        endcase
    end
    SevenSeg_Decoder my_decoder (
        .num(current_num),
        .segments(seg_out)
    );
endmodule
module LM75A_I2C (
    input  logic clk,                   
    output logic i2c_scl,               
    inout  wire  i2c_sda,               
    output logic sensor_found,          
    output logic [7:0] temp_data        
);
    localparam LM75A_W = 8'b1001000_0;  
    localparam LM75A_R = 8'b1001000_1;  
    logic [7:0] clk_count = 0;
    logic tick;  
    always_ff @(posedge clk) begin
        if (clk_count >= 124) begin
            clk_count <= 0;
            tick <= 1;
        end else begin
            clk_count <= clk_count + 1;
            tick <= 0;
        end
    end
    typedef enum logic [5:0] {
        IDLE,
        START,
        ADDR_W,      
        ACK_1,       
        PTR_REG,     
        ACK_2,      
        RESTART,     
        ADDR_R,      
        ACK_3,
        READ_MSB,    
        ACK_4,       
        READ_LSB,    
        NACK_5,      
        STOP
    } state_t;
    state_t state  = IDLE;
    logic sda_out = 1;
    logic sda_link = 0;      
    logic scl_enable = 0;    
    logic [2:0] bit_idx = 0;
    logic [7:0] saved_data = 0;
    logic [7:0] addr = LM75A_W; 
    assign i2c_sda = (sda_link) ? sda_out : 1'bz;
    assign i2c_scl = (scl_enable) ? ~clk_count[7] : 1'b1;
    logic [1:0] sub_step = 0;
    always_ff @(posedge clk) begin
        if (tick) begin
            case (state)
                IDLE: begin
                    sda_link <= 1; sda_out <= 1; scl_enable <= 0;
                    if (sub_step == 3) begin
                        state <= START;
                        sub_step <= 0;
                    end else sub_step <= sub_step + 1;
                end
                START: begin
                    scl_enable <= 1;  
                    sda_link <= 1;
                    if (sub_step == 0) sda_out <= 1;
                    if (sub_step == 1) sda_out <= 0;  
                    if (sub_step == 3) begin
                        state <= ADDR_W;
                        bit_idx <= 7;
                        sub_step <= 0;
                        addr <= LM75A_W;
                    end else sub_step <= sub_step + 1;
                end
                ADDR_W: begin
                    sda_link <= 1;
                    if (sub_step == 0) sda_out <= addr[bit_idx];
                    if (sub_step == 3) begin
                        if (bit_idx == 0) state <= ACK_1;
                        else bit_idx <= bit_idx - 1;
                        sub_step <= 0;
                    end else sub_step <= sub_step + 1;
                end
                ACK_1: begin
                    sda_link <= 0;  
                    if (sub_step == 2) begin
                        if (i2c_sda == 0) begin
                            sensor_found <= 1;  
                        end else begin
                            sensor_found <= 0;  
                        end
                    end
                    if (sub_step == 3) begin
                        state <= PTR_REG;
                        bit_idx <= 7;
                        sub_step <= 0;
                    end else sub_step <= sub_step + 1;
                end
                PTR_REG: begin
                    sda_link <= 1;
                    if (sub_step == 0) sda_out <= 0;  
                    if (sub_step == 3) begin
                        if (bit_idx == 0) state <= ACK_2;
                        else bit_idx <= bit_idx - 1;
                        sub_step <= 0;
                    end else sub_step <= sub_step + 1;
                end
                ACK_2: begin
                    sda_link <= 0;
                    if (sub_step == 3) begin
                        state <= RESTART;
                        sub_step <= 0;
                    end else sub_step <= sub_step + 1;
                end
                RESTART: begin
                    sda_link <= 1;
                    if (sub_step == 0) sda_out <= 1;
                    if (sub_step == 1) sda_out <= 0;  
                    if (sub_step == 3) begin
                        state <= ADDR_R;
                        bit_idx <= 7;
                        addr <= LM75A_R;
                        sub_step <= 0;
                    end else sub_step <= sub_step + 1;
                end
                ADDR_R: begin
                    sda_link <= 1;
                    if (sub_step == 0) sda_out <= addr[bit_idx];
                    if (sub_step == 3) begin
                        if (bit_idx == 0) state <= ACK_3;
                        else bit_idx <= bit_idx - 1;
                        sub_step <= 0;
                    end else sub_step <= sub_step + 1;
                end
                ACK_3: begin
                    sda_link <= 0;
                    if (sub_step == 3) begin
                        state <= READ_MSB;
                        bit_idx <= 7;
                        sub_step <= 0;
                    end else sub_step <= sub_step + 1;
                end
                READ_MSB: begin
                    sda_link <= 0;   
                    if (sub_step == 2) saved_data[bit_idx] <= i2c_sda;
                    if (sub_step == 3) begin
                        if (bit_idx == 0) state <= ACK_4;
                        else bit_idx <= bit_idx - 1;
                        sub_step <= 0;
                    end else sub_step <= sub_step + 1;
                end
                ACK_4: begin
                    sda_link <= 1; sda_out <= 0;         
                    if (sub_step == 3) begin
                        state <= READ_LSB;  
                        bit_idx <= 7;
                        sub_step <= 0;
                        temp_data <= saved_data;  
                    end else sub_step <= sub_step + 1;
                end
                READ_LSB: begin
                    sda_link <= 0;
                    if (sub_step == 3) begin
                        if (bit_idx == 0) state <= NACK_5;
                        else bit_idx <= bit_idx - 1;
                        sub_step <= 0;
                    end else sub_step <= sub_step + 1;
                end
                NACK_5: begin
                    sda_link <= 1; sda_out <= 1;     
                    if (sub_step == 3) begin
                        state <= STOP;
                        sub_step <= 0;
                    end else sub_step <= sub_step + 1;
                end
                STOP: begin
                    if (sub_step == 0) sda_out <= 0;
                    if (sub_step == 1) scl_enable <= 0;   
                    if (sub_step == 2) sda_out <= 1;     
                    if (sub_step == 3) begin
                        state <= IDLE;
                        sub_step <= 0;
                    end else sub_step <= sub_step + 1;
                end
            endcase
        end
    end
endmodule
module SevenSeg_Decoder (
	input logic [3:0] num,
	output logic [7:0] segments
);
	always_comb begin
		case (num)
			4'd0: segments = 8'b11000000;  
			4'd1: segments = 8'b11111001;  
			4'd2: segments = 8'b10100100;  
			4'd3: segments = 8'b10110000;  
			4'd4: segments = 8'b10011001;  
			4'd5: segments = 8'b10010010;  
			4'd6: segments = 8'b10000010;  
			4'd7: segments = 8'b11111000;  
			4'd8: segments = 8'b10000000;  
			4'd9: segments = 8'b10010000;  
            4'd10: segments = 8'b10001000;  
            4'd11: segments = 8'b10000011;  
            4'd12: segments = 8'b11000110;  
            4'd13: segments = 8'b10100001;  
            4'd14: segments = 8'b10000110;  
            4'd15: segments = 8'b10001110;  
			default: segments = 8'b11111111;  
		endcase
	end
endmodule
</file>
<file path="design/flow/run.sh">
#!/bin/bash
# OpenROAD 26Q1-2900-gdf79404cd8, Yosys 0.63+post, stock flow scripts
make -C /OpenROAD-flow-scripts/flow DESIGN_CONFIG=/design/flow/config.mk WORK_HOME=/design/flow/orfs finish
</file>
==> impl_metrics.json <==
{
  "status": "stopped before the end",
  "lastStage": "clock tree synthesis",
  "tool.error": "[error] [KeplerFormal.cpp:679] Workflow failed: Iso has multiple drivers: .i2c_sda0, i2c_sda$_DFFE_PP_.Q0",
  "io_buffer_count": 13,
  "top_cells_by_area": "edfxtp_1 30%, dfxtp_1 16%, ha_1 9.2%",
  "core.rowCount": 31,
  "placed_cells": 425,
  "cts_buffers": 5,
  "async_flop_share": 0,
  "place_congestion": 0.839,
  "die_x_um": 90.5,
  "avgSynthCellArea_um2": 9.73,
  "netlist_top_cells_count": "31 x edfxtp_1, 31 x nand2_1, 28 x nor2_1",
  "fp.dieH_um": 90.5,
  "yosys-stat-area_um2": 3130,
  "numClockSinks": 56,
  "yosysUniqueCellTypes": 52,
  "synth_area_um2": 3130,
  "pin_count": 17,
  "hold_buffers": 0,
  "cts_buffer_depth": 2,
  "synthFlopType": "edfxtp_1",
  "cts_root_buffer": "clkbuf_8",
  "fp_util": 0.423,
  "yosys-stat-cells": 322,
  "htree_levels": 2,
  "synth.largest_area_cell": "edfxtp_1",
  "hpwl_um": 3570,
  "top_area_frac": 0.297,
  "synth_warnings": 4,
  "ys_seq_frac": 0.457,
  "synth-edff-count": 31,
  "cts_post_setup_buffers_inserted": 0,
  "synth_flop_count": 56,
  "syn_inst": 322,
  "dp_slack_ns": 0.568,
  "cts_resized": 0
}
==> metrics by stage <==
stage                util  cell area, µm²
global placement    0.452            3350
detailed placement  0.452            3350
floorplan               -            3140
==> logic make-up after synthesis <==
| logic type | after synthesis | share of synthesized area |
|---|---|---|
| simple gates | 122 | 0.196 |
| flops | 56 | 0.457 |
| compound gates | 52 | 0.112 |
| buf+inv | 39 | 0.0531 |
| fa+ha+maj | 24 | 0.0951 |
| xor+xnor | 19 | 0.0531 |
| mux | 8 | 0.0312 |
| other cells | 2 | 0.00240 |
